**run.sh**
```bash
#!/bin/bash
# OpenROAD 26Q1-2900-gdf79404cd8, Yosys 0.63+post, stock flow scripts
make -C /OpenROAD-flow-scripts/flow DESIGN_CONFIG=/design/flow/config.mk WORK_HOME=/design/flow/orfs finish
```
**config.mk**
```make
export PLATFORM = sky130hd
export DESIGN_NAME = alu
export DESIGN_NICKNAME = alu
export VERILOG_FILES = /design/flow/design.v
export SDC_FILE = /design/flow/constraint.sdc
export NUM_CORES = 4
export LEC_CHECK = 1
export CORE_UTILIZATION = 40
```
**constraint.sdc**
```tcl
current_design alu

set clk_period 36.3
set clk_io_pct 0.2

create_clock -name clk0 -period $clk_period

set non_clock_inputs [all_inputs -no_clocks]
set_input_delay [expr $clk_period * $clk_io_pct] -clock clk0 $non_clock_inputs
set_output_delay [expr $clk_period * $clk_io_pct] -clock clk0 [all_outputs]
```
**design.v**
```verilog
`timescale 1ns / 1ps
module alu(A,B,C,Op,Zero);
    input [31:0]A,B;
    input [3:0]Op;
    output logic [31:0]C;
    output logic Zero;
    always @(*)
    begin
    case(Op)
         4'b0010: 
         begin
             C=A+B;
         end 
         4'b0110: 
         begin
             C=A-B;
         end
         4'b0001:
         begin 
            C=A|B;
         end 
         4'b1000: C=B<<16;
         default: C=0;
    endcase
    end
    assign Zero = (C)?0:1;
endmodule
```
==> changes_impl.md <==
### Implementation results

* Switching share of power at between 50% and 60%
* Ratio of cells with drive above 1 in the final layout at approximately 5.8%
* Synth Seq Share at 0%
* Layout clock buffer count at 0
* CP endpoint kind: output port
* Initial DRC Count at approximately 170
* Tcrit/Tclk final at between 50% and 60%
* I/O pin count at just over 100
* Cell Type Count at between 70 and 80
* Synth Warn # at 1
* Antenna diodes at 0
* GR Util All Layers at around 28%
* Flops at 0
* Final Routed Wirelength at 11,920 um
* Dpl cells at about 660
* Xor+xnor area frac at 14.04%
* TNS Setup at 0 ns
* Max-Cap Viols at 0
* Hpwl dp at 9738 um
* Hold Slack at roughly 16 ns
* Via Count at just under 4,000
* Minimum clock period at ~20 ns
* Synth Area in Simple Gates at 27.53%
* Hold path cells at 4
* Worst slew pin tran at between 0.6 and 0.7 ns
* Setup bufs post-CTS at 0
* Req. time, crit path at ~29 ns
* Maximum clock frequency at roughly 0.049 GHz
* Post-Synthesis Cell Area at between 3000 and 4000 sq um
* Post-DRT Antenna Nets at 0
* Final setup fails at 0
* Horiz. Die Dim at a little over 90 um
* Syn Inst Count at between 400 and 500
* Setup CP Type: in2out
* Post-DR vias/cell at just under 6
* Clock power share at 0%
* Avg Cell Area, Syn at ~6.9 sq um
* Global-route wire length before repair at roughly 19,000 um
* CORE AREA at between 7000 and 8000 sq um
* Initial antenna violation count at 0
* Peak VDD IR at roughly 9 uV
* Buffers on Ports at 101
* Sw Pwr at between 0.00003 and 0.00004 W
* Die Y at a little over 90 um
* Core Util at FP at 41.66%
* Finished Layout Cells at ~660
* Yosys chip area at 3236 sq um
* Area grow syn2layout at 31.28%
* Status: completed
* Detailed-router iteration count before antenna repair at 4
* Vias in the first global route at around 3,600
* # Cells Yosys at ~470
* Placer Congestion at around 0.95
* Drt wl/cell at approximately 18 um
* Row cnt at 32
* AO/OA Area Share at a little under two fifths
* Slew Limit Fails at 0
* Pwr per Cell Area at about 17 nW/um^2
* Combinational power share at around 100%
* Total internal power at between 0.00003 and 0.00004 W
* Adder Share, Synth at 13.38%
* Tool warnings at 34
* Setup crit start kind: input pin
* Reg area at 0 sq um
* Hold Vio Cnt, Final at 0
* Fill count at 766
* # resized after CTS at 0
* Flop pwr share at 0%
* Drc violations at 0
* HP Class: in2out
* Max transition margin at between 50% and 60%
* Arrival time worst endpoint at around 13 ns
* Peak fanout along the critical path at 7
* Dpl cell area at ~4200 sq um
* Final instance area at about 4200 sq um
* LEAKAGE at around 1.6 nW
* GR Overflow Total at 0
* MUX share of area at around 1.3%
* RSZ-0062 raised after global routing: no
* Largest net degree at the start of global routing at 33
* Die Area at ~8500 sq um
* Post-CTS Hold Buffers at 0
* Top logic family: AND-OR/OR-AND gates
==> power groups by stage <==
stage	sequential (W)	clock (W)	combinational (W)
finish	0	0	0.0000706
CTS	0	0	0.0000701
global route	0	0	0.0000771
==> critical path: stages <==
cell             delay [ns]
clkdlybuf4s50_1        0.54
or4_1                  0.64
or3_1                  0.37
nor2_1                 0.27
and2_1                 0.30
nor2_1                 0.08
xnor2_1                0.15
ha_1                   0.37
and3_1                 0.22
a32oi_1                0.19
o211ai_1               0.19
a31oi_1                0.44
xor2_1                 0.18
o21ai_0                0.20
nand4b_1               0.31
or4_2                  0.67
nor4_2                 0.15
clkdlybuf4s50_1        0.49
==> Yosys cell counts, drive strengths merged, types with 2 or more instances <==
master   n  area (sq um)
o21ai   53         269.0
nand2   52         195.2
nor2    41         153.9
a21oi   40         200.2
ha      33         412.9
xor2    27         236.5
xnor2   24         217.7
clkbuf  17         113.9
o211ai  16         130.1
a21o    12         92.59
nor3    12         60.06
inv     10         37.54
nor4    10         83.83
nand2b   8         50.05
o21a     8         60.06
o31ai    8         60.06
a211oi   7         62.56
a31oi    6         37.54
and2     6         37.54
o41ai    6         52.55
and3     5         32.53
buf      5         55.05
nand3    5         25.02
nand4    5         46.29
or4      5         38.79
nand3b   4         30.03
mux2i    3         30.03
nor3b    3         22.52
o21bai   3         22.52
o22ai    3         18.77
or3      3         21.27
or4b     3         33.78
a211o    2         17.52
a21boi   2         26.28
nor2b    2         12.51
nor4b    2         17.52
o221ai   2         17.52
o311a    2         21.27
or2      2         12.51
==> placed cells by master, fill, tap and decap left out, drive strengths merged, types with 2 or more instances in the layout <==
cell type / instances
nor4: 10
nand3: 5
a211oi: 7
a21oi: 40
o221ai: 2
nor2: 41
xor2: 27
and2: 6
or4: 5
mux2i: 3
a21o: 12
nand4: 5
a31oi: 6
o21ai: 53
o22ai: 3
o21a: 8
a211o: 2
nand2: 52
nand2b: 8
inv: 10
a21boi: 2
nor3: 12
buf: 4
o211ai: 16
nor3b: 3
clkdlybuf4s50: 101
or3: 3
and3: 5
nor2b: 2
or2: 2
o311a: 2
o21bai: 3
o41ai: 6
xnor2: 24
o31ai: 8
nand3b: 4
or4b: 3
nor4b: 2
ha: 33
==> cells by family (layout without fill, tap and decap cells) <==
kind of cell             count (synthesis)  count (layout)
buffers and inverters                   32             115
multiplexers                             4               4
AND/OR/NAND/NOR                        170             170
XOR/XNOR                                51              51
adder cells (fa/ha/maj)                 34              34
AND-OR/OR-AND                          181             181
==> final cells by class <==
cell class	instances	area (sq um)	share of cell area [%]
Inverter	10	37.54	0.8837
Multi-Input combinational cell	440	3042	71.61
Tap cell	102	127.6	3.004
Timing Repair Buffer	105	1041	24.51
==> per-layer routing <==
layer | share of wire, % | global-route usage [%] | up-vias | wire [um]
li1 | - | - | 1953 | -
met1 | 47 | 41.37 | 1798 | 5589
met2 | 47 | 47.01 | 144 | 5575
met3 | 5.6 | 0.9283 | 8 | 667
met4 | 0.69 | 2.865 | 0 | 82
met5 | 0 | 0 | - | 0
==> per-stage QoR <==
step / power (W) / utilization, % / setup WS (ns)
detailed placement: 0.00006969 / 54.69 / 16.04
finish: 0.00007060 / 54.69 / 16.01
global placement: 0.00006995 / 54.69 / 16.00
floorplan: 0.00004582 / - / 17.72
global route: 0.00007710 / 54.69 / 15.68
CTS: 0.00007010 / 54.69 / 16.03
==> final timing paths <==
kind,end,startpoint
hold / removal,C[2],A[2]
setup / recovery,Zero,B[10]
No activity file was given, so power comes from the tool's default toggle rates.
