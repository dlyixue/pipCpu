`flow/run.sh`:
```
#!/bin/bash
# OpenROAD 26Q1-2900-gdf79404cd8, Yosys 0.63+post, stock flow scripts
make -C /OpenROAD-flow-scripts/flow DESIGN_CONFIG=/design/flow/config.mk WORK_HOME=/design/flow/orfs finish
```
`flow/config.mk`:
```
export PLATFORM = sky130hd
export DESIGN_NAME = pc
export DESIGN_NICKNAME = pc
export VERILOG_FILES = /design/flow/design.v
export SDC_FILE = /design/flow/constraint.sdc
export NUM_CORES = 4
export LEC_CHECK = 1
export CORE_AREA = 10 10 101 101
export DIE_AREA = 0 0 111 111
```
`flow/constraint.sdc`:
```
current_design pc

set clk_period 1.0
set clk_io_pct 0.2

create_clock -name clk0 -period $clk_period [get_ports {clock}]

set non_clock_inputs [all_inputs -no_clocks]
set_input_delay [expr $clk_period * $clk_io_pct] -clock clk0 $non_clock_inputs
set_output_delay [expr $clk_period * $clk_io_pct] -clock clk0 [all_outputs]
```
`flow/design.v`:
```
`timescale 1ns / 1ps
module pc(input reset,input clock,input PCWrite,input [31:0]Value,output logic[31:0]pcValue);
    always @(posedge clock)
    begin
        if(reset) pcValue <=32'h00003000;
        else
        begin 
            if(PCWrite!=0) pcValue<=Value;
        end
    end 
endmodule
```
==> reports/notes.md <==
The flow ran to the end, and the final reports show no timing, DRC or antenna violations. The cell area after synthesis was 0.00117 mm^2; the number of vias in the routed layout was 941. With the detailed-router iteration count before antenna repair at 4, the initial antenna violation count is 1. The run gives 2 for the maximum fanout along the worst path. The worst hold-check path type was input port to flop. The commonest cells after synthesis are dfxtp_1, mux2i_1, nor2_1, buf_12.

The family with the most delay on the worst path is flip-flops. The run gives 1480 mW/mm^2 for the power per cell area. Per the placement report, the placed cell count is 275. Looking at the post-CTS report, the setup buffer insertion count equals 0.

TritonCTS built the clock tree. In the final routed layout, each cell accounts on average for 12.1 um. The tally of yosys warning messages came out at 1.

The run gives 0 as the count of final hold-check violations. For this run, the top clock speed supported by timing is 1040 MHz. Looking at the clock tree report, the root buffer type is clkbuf_8. The setup TNS after final layout is 0 ns, and the average instance area after synthesis is 11.3 um^2. In this run the maximum-capacitance check reported violations numbering 0. The tools report the worst setup slack after placement as -0.252 ns. The type of the worst setup path was flop to output port.

The proportion of register bits with asynchronous set or reset after synthesis is 0%. From the final report, the count of setup violators was given as 0. The core utilization at floorplan was 14.4%.

The vertical die dimension was 111 um; the worst-case clock buffer depth was 2. In the CTS report, the clock slew at the register clock pins of the worst setup and hold paths is listed as 0.07 ns. The area recorded from the Yosys report for this design is 0.00117 mm^2. The placeable core area is 0.00813 mm^2.

The run gives 3.33 for the via density per instance. The synthesized netlist was found by Yosys to have 103 cells. The pin closest to its max-slew limit shows a slew of 0.285 ns. The full die area is 0.0123 mm^2, and the worst hold margin is 0.332 ns. Walking the worst path, the cells encountered are clkdlybuf4s15_1.

Setup slack on the critical path of the routed design comes to 0.0358 ns. Across every metal layer, demand over resource in global routing totals 5.25%. Row generation in the floorplan step produced 33 rows. STA classifies the critical path startpoint as a flop. After synthesis, flip-flops and latches occupy 54.9% of the total area. The run gives 32 as the number of clock sinks seen by CTS.

The congestion estimate from routability-driven global placement came to 0.728. With the detailed placement HPWL at 2690 um, the CTS H-tree depth is 2. Per the TritonCTS log, the buffer count is 5. Data arrives at the worst endpoint at 0.76 ns. Setup repair after global routing left no endpoint under its margin.

After technology mapping, the gate count stands at 103. The first global-routing pass estimated 5350 um of wire. Once synthesis finished, the tally of register bits stood at 32. Per the placement log, port buffering inserted 66 buffers. The leakage power summed over all cells was 0.894 nW. In this run the biggest area consumer among cell types represents 54.9% of the synthesized area. Per the post-route antenna check, the number of violating nets is 0.

The run gives 0 as the total DRC errors in the routed layout. By area the synthesized netlist is led by dfxtp_1, mux2i_1, nor2_1, buf_12, a211o_1. Per the STA report, the cell with the highest stage delay on the worst path is dfxtp_2. The final period utilization works out to 96.4%. The wire length recorded after detailed routing is 3410 um. The sum of buffers and inverters on the critical path came out at 1. Summed over all layers, the global routing overflow is 0. The skew report gives the latency at the later pin of the worst-skew pair as 0.28 ns. Per the final report, max-transition violations number 0. VDD sags by at most 552 uV. The final period demand of the worst path came out at 0.964 ns. The run gives 16 as the maximum number of pins on one net before global-route repair. The number of global-route vias before repair was 1009. The proportion of layout cells with a drive suffix above 1 was 43.5%; the clock skew was 0 ns. The flip-flop count of the largest register, all copies and words added was 32. The x dimension of the die works out to 111 um. The most frequently used library cell after synthesis is dfxtp_1. The run gives 80.9% as the worst slew margin relative to its limit. In the final layout, the registers with the most flip-flops are pcValue x32. OpenROAD emitted warnings numbering 25.

The largest register by flop count was pcValue. The synthesized netlist contains 9 unique library cells. Leaving out filler cells and counting taps, the final layout contains 283. Detailed-route iteration 0 reported a violation count of 20. The number of placed I/O pins is 67.

The required time of the critical path is 0.80 ns. The count of flip-flops with a built-in enable after synthesis is 0. Compared with the post-synthesis result, the final layout area differs by 67.0%. The cell type with the highest aggregate area in the netlist was dfxtp_1. Nature of the critical path endpoint: an output port.

The timing report gives the biggest stage delay along the critical path as 0.32 ns. The most used flip-flop cell after synthesis is dfxtp_1.
-- per-stage QoR --
| step | area (um^2) | util, % | total power, W |
|---|---|---|---|
| CTS | 2040 | 25.0 | 0.00298 |
| global route | 1950 | 23.9 | 0.00306 |
| detailed placement | 1960 | 24.0 | 0.00189 |
| finish | 1950 | 24.0 | 0.00288 |
| floorplan | 1170 | - | 0.00157 |
| global placement | 1960 | 24.0 | 0.00189 |
-- cell type report --
type                    count  area, um^2
clock buffers               7        96.3
flip-flops and latches     32         681
well taps                 105         131
diodes                      1        2.50
multi-input cells          64         443
repair buffers             74         596
fillers                   867        6180
-- routing by layer --
metal  track usage (%)  part of all wire (%)  vias to the layer above
li1                  -                     -                      487
met1              6.64                    51                      403
met2              7.67                    41                       44
met3              3.12                   7.6                        7
met4             0.781                  0.85                        0
met5                 0                     0                        -
-- cells by family (layout without fill, tap and decap cells) --
group,after synthesis,in the layout,synth area share [%]
AND-OR/OR-AND,2,2,1.50
multiplexers,30,30,25.7
other,0,1,0
buffers and inverters,7,81,7.18
flip-flops,32,32,54.9
AND/OR/NAND/NOR,32,32,10.7
-- power by group --
group / internal, W / switching [W] / total, W
sequential: 0.00137 / 0.0000346 / 0.00140
clock: 0.000613 / 0.000465 / 0.00108
combinational: 0.000269 / 0.000132 / 0.000401
total: 0.00225 / 0.000632 / 0.00288
-- worst paths after layout --
| path | slack, ns | cells after the start | end | from |
|---|---|---|---|---|
| worst min register to register | 0.48 | 2 | pcValue[14]$_SDFFE_PP0P_ | pcValue[14]$_SDFFE_PP0P_ |
| worst max register to register | 0.24 | 2 | pcValue[13]$_SDFFE_PP1P_ | pcValue[13]$_SDFFE_PP1P_ |
| worst max-delay path | 0.04 | 1 | pcValue[5] | pcValue[5]$_SDFFE_PP0P_ |
| worst min-delay path | 0.33 | 3 | pcValue[13]$_SDFFE_PP1P_ | PCWrite |
-- cells in the final DEF, fill, tap and decap left out --
master           count
clkdlybuf4s15_1      3
buf_4                6
diode_2              1
buf_12               2
a211o_1              2
dfxtp_2             32
clkbuf_2            18
clkbuf_8             7
clkdlybuf4s50_1     33
buf_2               12
nor2b_1              2
nor2_1              30
mux2i_1             30
-- timing repair --
action                                  in CTS  in global routing
hold buffers                                 0                  0
endpoints found under the setup margin      32                 18
cloned                                       0                  0
pin swaps                                    0                  0
resized                                    109                 18
endpoints found under the hold margin        0                  0
Power and IR drop assume default switching activity.
